**flow/run.sh**
```bash
#!/bin/bash
# OpenROAD 26Q1-2900-gdf79404cd8, Yosys 0.63+post, stock flow scripts
make -C /OpenROAD-flow-scripts/flow DESIGN_CONFIG=/design/flow/config.mk WORK_HOME=/design/flow/orfs finish
```
**flow/config.mk**
```make
export PLATFORM = sky130hd
export DESIGN_NAME = pc
export DESIGN_NICKNAME = pc
export VERILOG_FILES = /design/flow/design.v
export SDC_FILE = /design/flow/constraint.sdc
export NUM_CORES = 4
export LEC_CHECK = 1
export CORE_AREA = 10 10 71 71
export DIE_AREA = 0 0 81 81
```
**flow/constraint.sdc**
```tcl
current_design pc

set clk_period 3.2
set clk_io_pct 0.2

create_clock -name clk0 -period $clk_period [get_ports {clk}]

set non_clock_inputs [all_inputs -no_clocks]
set_input_delay [expr $clk_period * $clk_io_pct] -clock clk0 $non_clock_inputs
set_output_delay [expr $clk_period * $clk_io_pct] -clock clk0 [all_outputs]
```
**flow/design.v**
```verilog
module pc(clk, rst, sel, pc_branch, pc_out);
	parameter INSTR_DEPTH = 2**12;
parameter INSTR_ADDRW = $clog2(INSTR_DEPTH);
parameter INSTR_SIZE = 32;
parameter WORD_SIZE = 16;
parameter REG_ADDRW = 3;
parameter DMEM_DEPTH = 2048;
parameter DMEM_ADDRW = $clog2(DMEM_DEPTH);
	input wire clk;
	input wire rst;
	input wire sel;
	input wire [INSTR_ADDRW-1:0] pc_branch;
	output reg [INSTR_ADDRW-1:0] pc_out;
	always @(posedge clk or posedge rst) begin 
		if (rst) pc_out <= 'b0;
		else pc_out <= (sel ? pc_branch : pc_out + 'b1);
	end
endmodule
```
==> run summary <==
Setup TNS after final layout -> 0 ps
Global-route congestion overflow total -> 0
Power share of the clock group -> 36.1%
Overall routed net length -> 1.73 mm
Power density over cell area -> 445 nW/um2
Async S/R FF share, synth -> 100%
Adder-cell share of the synthesized area -> 1.95%
Crit path buffers/inverters -> 3
Gates resized, CTS repair -> 0
Main flop type -> sky130_fd_sc_hd__dfrtp_1
Via count of the first global-routing pass -> 561
Final Instance Count excl. Fillers -> 144
Routed via count -> 587
Registers with the most flip-flops -> pc_out: 12 flops
Largest family of logic cells by area -> simple AND/OR/NAND/NOR gates
Fraction of layout instances using a drive strength above 1 -> 11.5%
Flop pwr share -> 42.5%
Yosys cell count -> 67
Number of flip-flops under the largest register name -> 12
Worst min path class -> register to register
I/O Buffers -> 26
Layout Skew -> 9.57 ps
Post-synthesis average cell area -> 9.60 um2
ANT nets after route -> 0
Switch share -> 24.5%
Average via count per standard cell -> 4.08
Post-Route Hold Slack -> 565 ps
Synth-to-layout area growth -> 58.2%
CTS clk-pin slew, worst paths -> 60 ps
Total CTS buffers -> 3
Library cell with the highest instance count after synthesis -> sky130_fd_sc_hd__dfrtp_1
Clock tree root driver cell -> sky130_fd_sc_hd__clkbuf_8
Type of the setup path with the least slack -> input pin to register
Worst slack, placed -> 1060 ps
Maximum clock frequency -> 530 MHz
Complex-gate fraction of the synthesized area -> 16.1%
Maximum number of pins on one net before global-route repair -> 19
Post-CTS repair timing setup buffer count -> 0
Die outline height -> 81 um
Portion of netlist area occupied by mux cells -> 1.75%
Number of DRC violations after detailed-routing iteration 0 -> 21
Cell type contributing the most total cell area after synthesis -> sky130_fd_sc_hd__dfrtp_1
Crit-path cells -> clkdlybuf4s50_1 > buf_4 > clkinv_1 > o311a_1 > a221o_1
TritonCTS clock tree -> done
Count of tool warnings -> 25
Number of standard cells after synthesis -> 67
Most frequent cells after synthesis -> 12 x sky130_fd_sc_hd__dfrtp_1, 9 x sky130_fd_sc_hd__nand2_1, 5 x sky130_fd_sc_hd__nand3_1
Stage delay of the slowest cell on the critical path -> 450 ps
Element type at the critical path end -> register
1st-pass router iterations -> 4
Total die area -> 6560 um2
Parity-gate share of the synthesized area counting xor and xnor cells -> 4.09%
Worst setup SP type -> input pin
Slew at the pin with the worst max-slew slack -> 469 ps
CP delay by family, top -> buffers and inverters
Simple share -> 25.7%
Setup repair after global routing missed its margin -> no
Portion of the post-synthesis area used by sequential elements -> 46.7%
Clock latency at the later pin of the worst-skew pair -> 240 ps
Cells taking the most area after synthesis -> sky130_fd_sc_hd__dfrtp_1 47%, sky130_fd_sc_hd__nand2_1 5.3%, sky130_fd_sc_hd__or4_1 4.7%
Initial antenna violation count -> 0
Critical path fanouts, max -> 18
Warnings, synthesis -> 1
Top reg by flops -> pc_out
Count of final max-slew check failures -> 0
Cell type of the slowest stage on the worst timing path -> sky130_fd_sc_hd__clkdlybuf4s50_1
Core region area -> 3630 um2
Largest type area fraction -> 46.7%
Final-report hold violation count -> 0
Die Width -> 81 um
Max_cap viols -> 0
Number of placed I/O pins -> 27
Floorplan row count -> 22
Fin crit share -> 58.9%
Final setup violation count -> 0
Final RePlAce weighted congestion -> 0.783
Count of distinct cell types in the synthesized netlist -> 24
Post-layout minimum cycle time -> 1890 ps
Outcome -> finished clean
ANT cells -> 0
Placed cells -> 140
Starting density of the core -> 17.7%
Wire length of the first global-routing pass -> 2.72 mm
Setup slack after layout -> 1310 ps
Chip Area, Yosys -> 643 um2
Number of buffers added to fix hold violations after cts -> 0
Number of register bits inferred by synthesis -> 12
Total power -> 0.000453 W
Number of flops mapped to enable cells by yosys -> 0
Maximum level of the CTS H-tree -> 1
Static leakage -> 0.384 nW
CP arrival -> 2010 ps
Comb pwr share -> 21.4%
Detailed placer's ending HPWL -> 1.37 mm
Internal Dissipation -> 0.000342 W
DRC violations left -> 0
Worst-case clock buffer depth -> 2
Cell Area, Synth -> 643 um2
Max rail drop VDD -> 336 uV
Clock Sink Count -> 12
Required time at the worst-slack endpoint -> 3330 ps
Combined global-route utilization of all metal layers -> 5.22%
Routed WL per cell -> 12.0 um
Switching power summed over all nets -> 0.000111 W
Worst slew margin relative to its limit -> 68.7%
==> worst reg2reg max path, stage by stage (launching register included) <==
cell and delay (ps):
sky130_fd_sc_hd__dfrtp_1 420, sky130_fd_sc_hd__ha_1 240, sky130_fd_sc_hd__nand3_2 170, sky130_fd_sc_hd__or4_1 500, sky130_fd_sc_hd__a31oi_1 160
==> layout by cell type (no fill, tap or decap), drive strengths merged <==
cell / synthesis / final
mux2: 1 / 1
a221o: 1 / 1
or4: 6 / 6
nor2: 4 / 4
inv: 3 / 3
a31oi: 3 / 3
ha: 1 / 1
buf: 1 / 1
dfrtp: 12 / 12
nand3: 7 / 7
o31ai: 3 / 3
xnor2: 2 / 2
o21ai: 4 / 4
clkinv: 1 / 1
clkbuf: 1 / 4
o211ai: 3 / 3
o311a: 1 / 1
nand4: 2 / 2
clkdlybuf4s50: 0 / 26
nor3: 1 / 1
nand2: 9 / 9
xor2: 1 / 1
==> power groups by stage <==
stage         clock [W]  sequential (W)  combinational, W
finish         0.000163        0.000192         0.0000969
CTS            0.000169        0.000193         0.0000996
global route   0.000177        0.000197          0.000108
==> metal layers <==
metal	wire (um)	track usage, %	vias up
li1	-	-	308
met1	766	6.74	256
met2	718	7.48	23
met3	248	3.45	0
met4	0	0.346	0
met5	0	0	-
==> path summary, 6_finish.rpt <==
path                           start    endpoint  slack, ps  cells past startpoint
setup / recovery                 sel   pc_out[8]       1310                      5
hold / removal             pc_out[0]   pc_out[0]        560                      1
setup reg to reg           pc_out[0]  pc_out[10]       1640                      4
hold reg to reg            pc_out[0]   pc_out[0]        560                      1
max in group asynchronous        rst   pc_out[5]       2160                      2
min in group asynchronous        rst  pc_out[11]        710                      2
==> through the flow <==
stage	area, um2	utilization (%)
after floorplan	643	-
after global placement	962	26.5
after detailed placement	962	26.5
after CTS	1020	28.0
after global routing	1020	28.0
final	1020	28.0
==> kinds of logic after synthesis <==
kind of cell / after synthesis
AOI/OAI and AO/OA: 15
xor gates and xnor gates: 3
adders and majority gates: 1
buffers and inverters: 6
DFF: 12
muxes: 1
and+or+nand+nor: 29
==> cell type report <==
cell class | instances | area (um2)
inverter | 4 | 15.0
fill | 385 | 2620
multi-input combinational | 49 | 319
clock buffer | 4 | 55.1
timing repair buffer | 27 | 268
sequential | 12 | 300
tap | 48 | 60.1
Power and IR drop assume default switching activity.
