<file path="./design.v">
module adder(in1, in2, clk, result);
	parameter INSTR_DEPTH = 2**12;
parameter INSTR_ADDRW = $clog2(INSTR_DEPTH);
parameter INSTR_SIZE = 32;
parameter WORD_SIZE = 16;
parameter REG_ADDRW = 3;
parameter DMEM_DEPTH = 2048;
parameter DMEM_ADDRW = $clog2(DMEM_DEPTH);
	input wire [WORD_SIZE-1:0] in1;
	input wire [WORD_SIZE-1:0] in2;
	input wire clk;
	output reg [WORD_SIZE-1:0] result;
	always @(posedge clk) begin 
		result <= in1 + in2;
	end
endmodule
</file>
<file path="./constraint.sdc">
current_design adder

set clk_period 5.8
set clk_io_pct 0.2

create_clock -name clk0 -period $clk_period [get_ports {clk}]

set non_clock_inputs [all_inputs -no_clocks]
set_input_delay [expr $clk_period * $clk_io_pct] -clock clk0 $non_clock_inputs
set_output_delay [expr $clk_period * $clk_io_pct] -clock clk0 [all_outputs]
</file>
<file path="./run.sh">
#!/bin/bash
# OpenROAD 26Q1-2900-gdf79404cd8, Yosys 0.63+post, stock flow scripts
make -C /OpenROAD-flow-scripts/flow DESIGN_CONFIG=/design/flow/config.mk WORK_HOME=/design/flow/orfs finish
</file>
<file path="./config.mk">
export PLATFORM = sky130hd
export DESIGN_NAME = adder
export DESIGN_NICKNAME = adder
export VERILOG_FILES = /design/flow/design.v
export SDC_FILE = /design/flow/constraint.sdc
export NUM_CORES = 4
export LEC_CHECK = 1
export CORE_AREA = 10 10 78 78
export DIE_AREA = 0 0 88 88
</file>
==> flow_metrics.py <==
# Synthesis and PnR figures
metrics = {
    "yosys": {
        "yosysTopAreaCellShare": 0.273,
        "yosys-dominant-comb-family": "AND-OR/OR-AND gates",
        "post_synth_xor_area_fraction": 0.0896,
        "synth_area_um2": 1170,
        "synth_async_sr_flop_share": 0,
        "post_synth_and_or_nand_nor_area_fraction": 0.162,
        "ys_seq_frac": 0.273,
        "synth_stat.cells": 123,
        "synthCells": 123,
        "syn_area_per_cell_um2": 9.54,
        "numSynthFlops": 16,
        "yosysWarnings": 1,
        "mux_share": 0,
        "flop_cell": "sky130_fd_sc_hd__dfxtp_1",
        "yosys.area.top_type": "sky130_fd_sc_hd__dfxtp_1",
        "synth_adder_area_share": 0.177,
        "synth-area-yosys_um2": 1170,
        "synth-edff-count": 0,
        "ao_oa_area_share": 0.258,
        "ys_types": 40,
        "synthTopCellsByArea": "sky130_fd_sc_hd__dfxtp_1, sky130_fd_sc_hd__ha_1, sky130_fd_sc_hd__xor2_1",
    },
    "placed_design": {
        "dpl.hpwl_um": 2460,
        "buffer_ports.inserted": 48,
        "place_inst": 219,
        "pre_cts_ws_ns": 2.31,
        "detailed_place.area_um2": 1690,
        "gp_routability_congestion": 0.822,
    },
    "pwr": {
        "switching_share": 0.264,
        "p_leak_nw": 0.690,
        "internal_power_mw": 0.290,
        "clockPowerShare": 0.252,
        "total_switching_power_mw": 0.104,
        "comb_power_share": 0.395,
        "vdd.ir_drop.worst_mv": 0.0793,
        "share_seq_of_total_power": 0.353,
        "cellPowerDensity_nw_per_um2": 225,
    },
    "global_routing": {
        "overflow": 0,
        "first_global_vias": 1091,
        "grt_use_total": 0.0748,
        "antenna_found_initial": 0,
        "grt_first_pass_wirelength_um": 4840,
        "grt_max_degree": 10,
    },
    "worst_setup_path": {
        "critPathCaptureType": "register",
        "timing.critical_path.cells": "clkdlybuf4s50_1 -> ha_1 -> fa_1 -> a21oi_4 -> o221ai_4 -> a31oi_4 -> or4b_1 -> o311ai_1",
        "worstSetupStartpointType": "input pin",
        "cp.arrival_ns": 3.39,
        "timing_worst_setup_path_type": "in2reg",
        "crit_path_max_fanout": 4,
        "critical_path_required_ns": 5.96,
        "cpPeakStageDelay_ns": 0.45,
        "crit_slowest_cell": "sky130_fd_sc_hd__fa_1",
    },
    "die": {
        "floorplan.core_util": 0.266,
        "floorplan.die.width_um": 88,
        "floorplan.core_area_um2": 4410,
        "rows": 24,
        "die_height_um": 88,
        "total_die_area_um2": 7740,
        "floorplan.io_pins": 49,
    },
    "clock_network": {
        "cts_buffers": 3,
        "post-cts-setup-buffer-count": 0,
        "cts_tree": "yes",
        "cts_hold_buf": 0,
        "cts_htree_levels": 1,
        "cts.root.buffer_cell": "sky130_fd_sc_hd__clkbuf_8",
        "clkSlewWorstSetupHoldPaths_ns": 0.07,
        "max-clock-path-buffers": 2,
        "cts_resized": 0,
        "cts_sinks": 16,
    },
    "cells_and_area": {
        "final_layout_size_suffix_gt1_frac": 0.0585,
        "flip_flop_count_of_the_largest_register_after_layout": 16,
        "finish.utilization": 0.396,
        "filler_free_cell_count_of_the_finished_design": 223,
        "largestRegisters": "result x16",
        "layout.cell_area.non_filler_um2": 1750,
        "registers.top_by_ff_count": "result",
        "area_growth_pct": 49.0,
    },
    "timing": {
        "max_freq_ghz": 0.310,
        "fin_crit_ns": 3.23,
        "slew_viol_final": 0,
        "rsz0062_at_grt": "no",
        "final.setup.tns_ns": 0,
        "worst_max_slew_margin_expressed_relative_to_the_limit": 0.763,
        "final-hold-violation-count": 0,
        "timing.final.crit_share": 0.557,
        "layout_setup_ws_ns": 2.57,
        "timing.final.setup_violations": 0,
        "worst_slew_pin_slew_ns": 0.346,
    },
    "worst_hold_path": {
        "hold_path.class": "in2reg",
    },
    "routing": {
        "antenna_violating_nets_post_route": 0,
        "diode_insertion_count_for_antenna_repair": 0,
        "num_vias": 1074,
        "drc": 0,
        "detail_route.wl_per_cell_um": 13.2,
        "firstDrtPassIters": 4,
        "detail_route.vias_per_cell": 4.82,
        "initialDrtViolationCount": 81,
        "wire_length_after_detailed_routing_um": 2950,
    },
    "status": {
        "run_status": "completed",
    },
    "flow_run": {
        "max_cap_viol_count": 0,
        "total_tool_warning_count": 25,
    },
}
-- power by group through the flow --
stage	clock (mW)	combinational, mW	sequential (mW)
5_1_grt	0.107	0.172	0.142
4_1_cts	0.102	0.159	0.140
6_report	0.0993	0.156	0.139
-- metal layers --
metal  wire [um]  GRT usage  vias to the layer above
met3         298     0.0234                        2
met1        1270     0.0961                      481
met5           0          0                        -
li1            -          -                      558
met4          21    0.00870                        0
met2        1360      0.124                       33
-- cells in the final DEF (no fill, tap or decap), drive strengths merged, types with 2 or more instances in the layout --
master	count
clkdlybuf4s50	48
dfxtp	16
ha	15
a21oi	8
xor2	7
o21ai	7
inv	6
nor3	6
nand2	5
xnor2	5
nor2	4
clkbuf	4
o311ai	3
nand3	3
a211oi	2
o211ai	2
o21a	2
nand4	2
nor4	2
a221oi	2
or4b	2
and3	2
nand2b	2
nor2b	2
a21o	2
a31oi	2
-- synth_stat cells (2+ instances only) --
cell type / count
sky130_fd_sc_hd__o311ai_1: 3
sky130_fd_sc_hd__nor4_1: 2
sky130_fd_sc_hd__a21oi_1: 6
sky130_fd_sc_hd__nor2_1: 4
sky130_fd_sc_hd__nor3_1: 6
sky130_fd_sc_hd__o21ai_0: 4
sky130_fd_sc_hd__xor2_1: 7
sky130_fd_sc_hd__and3_1: 2
sky130_fd_sc_hd__nand2b_1: 2
sky130_fd_sc_hd__o21ai_1: 3
sky130_fd_sc_hd__inv_1: 6
sky130_fd_sc_hd__o211ai_1: 2
sky130_fd_sc_hd__nand3_1: 3
sky130_fd_sc_hd__a211oi_2: 2
sky130_fd_sc_hd__ha_1: 15
sky130_fd_sc_hd__a21oi_4: 2
sky130_fd_sc_hd__nor2b_1: 2
sky130_fd_sc_hd__o21a_1: 2
sky130_fd_sc_hd__a21o_1: 2
sky130_fd_sc_hd__nand4_1: 2
sky130_fd_sc_hd__nand2_1: 5
sky130_fd_sc_hd__or4b_1: 2
sky130_fd_sc_hd__dfxtp_1: 16
sky130_fd_sc_hd__xnor2_1: 5
sky130_fd_sc_hd__buf_2: 2
sky130_fd_sc_hd__a221oi_1: 2
-- critical path: cells and delay by family --
| family | cells | cell delay, ns |
|---|---|---|
| simple gates | 1 | 0.44 |
| buf+inv | 1 | 0.40 |
| compound gates | 4 | 0.69 |
| fa+ha+maj | 2 | 0.70 |
-- path summary, 6_finish.rpt --
| path | startpoint | end | slack, ns | cells past startpoint |
|---|---|---|---|---|
| max | in1[0] | result[14] | 2.57 | 8 |
| min | in2[0] | result[0] | 1.51 | 2 |
-- stage by stage --
stage	power [mW]	hold slack (ns)
6_report	0.394	1.51
5_1_grt	0.422	1.54
4_1_cts	0.401	1.51
3_5_place_dp	0.300	1.77
3_3_place_gp	0.299	1.77
2_1_floorplan	0.215	1.28
-- cells by family after synthesis --
group                    count (synthesis)
XOR/XNOR                                12
adder cells (fa/ha/maj)                 16
buffers and inverters                   10
flip-flops                              16
AND-OR/OR-AND                           35
AND/OR/NAND/NOR                         34
-- cell type report --
class                   instances  area, um^2
flip-flops and latches         16         320
well taps                      52        65.1
repair buffers                 48         480
multi-input cells              97         806
inverters                       6        22.5
fillers                       423        2670
clock buffers                   4        55.1
No activity file was given, so power comes from the tool's default toggle rates.
